==> flow/design.v <==
module Add(Input1,Input2,Soma,Clock);
input[31:0] Input1,Input2;
input Clock;
output reg [31:0] Soma;
always @(*) begin
Soma <= Input1 + Input2;
end
endmodule
==> flow/run.sh <==
#!/bin/bash
# OpenROAD 26Q1-2900-gdf79404cd8, Yosys 0.63+post, stock flow scripts
make -C /OpenROAD-flow-scripts/flow DESIGN_CONFIG=/design/flow/config.mk WORK_HOME=/design/flow/orfs finish
==> flow/config.mk <==
export PLATFORM = sky130hd
export DESIGN_NAME = Add
export DESIGN_NICKNAME = Add
export VERILOG_FILES = /design/flow/design.v
export SDC_FILE = /design/flow/constraint.sdc
export NUM_CORES = 4
export LEC_CHECK = 1
export CORE_AREA = 10 10 85 85
export DIE_AREA = 0 0 95 95
==> flow/constraint.sdc <==
current_design Add

set clk_period 14.5
set clk_io_pct 0.2

create_clock -name clk0 -period $clk_period

set non_clock_inputs [all_inputs -no_clocks]
set_input_delay [expr $clk_period * $clk_io_pct] -clock clk0 $non_clock_inputs
set_output_delay [expr $clk_period * $clk_io_pct] -clock clk0 [all_outputs]
==> results.txt <==
Die Y-Extent -> 95 µm
sequential area share after synthesis -> 0
Slew headroom -> 0.647
ratio of cells with drive above 1 in the final layout -> 0.0307
Post-Syn Instances -> 241
Post-CTS Hold Buffers -> 0
Switching Share -> 0.394
total grt overflow -> 0
Top area cell types -> ha_1 (22%), a21oi_1 (8.3%), a21o_1 (8.2%), xor2_1 (7.5%), xnor2_1 (6.5%)
number of remaining DRC errors -> 0
Cell variety after synth -> 50
Flop Count -> 0
count of final setup violators -> 0
Yosys top cell by area -> ha_1
Largest type area fraction -> 0.222
worst slew pin tran -> 0.516 ns
fp_density -> 0.319
Slew Limit Fails -> 0
gpl congestion -> 0.907
ys cells -> 241
dpl ws -> 5.73 ns
Worst Hold Class -> input pin to output pin
power share of the combinational group -> 1.000
Reg power frac -> 0
critical path class -> input pin to output pin
launching element type of the critical path -> input pin
# diodes -> 0
global-route wire length before repair -> 9470 µm
placed insts -> 398
Min Hold Slack -> 6.83 ns
crit path DAT -> 5.87 ns
Post-CTS Setup Inserts -> 0
Power Density -> 48.1 nW/µm²
Flop area -> 0 µm²
Die X -> 95 µm
PortBufs -> 96
synth-to-layout area growth -> 57.7%
f_max -> 114 MHz
Final Worst Setup Slack -> 5.73 ns
RSZ-0062 raised after global routing -> false
post-DP HPWL -> 5090 µm
synthesis area per yosys -> 1740 µm²
# rows -> 27
Via density -> 5.20
Final Hold Fails -> 0
WL per Instance -> 14.6 µm
# resized after CTS -> 0
vias -> 2069
fillers -> 584
Total Wirelength -> 5830 µm
Max VDD drop -> 22.3 µV
gr usage total -> 0.123
# IOs -> 97
Worst Path Required -> 11.60 ns
# clk buffers -> 0
Leak -> 1.18 nW
initial antenna violation count -> 0
post-route non-filler standard cell count -> 398
max_cap viols -> 0
CP endpoint kind -> output pin
vias in the first global route -> 1983
CP Max Fanout -> 4
post-route minimum period -> 8.77 ns
largest net degree at the start of global routing -> 11
Clock Power Share -> 0
P_int -> 0.0802 mW
sw power -> 0.0522 mW
status -> finished, final reports clean
Final TNS setup -> 0 ns
Mapped Avg Cell Area -> 7.24 µm²
DRT antenna net count -> 0
DR iter-0 viols -> 33
fin crit share -> 0.605
Log Warnings -> 33
synthesized area -> 1740 µm²
Warnings, synthesis -> 1
total core area -> 5470 µm²
Die ar. -> 9030 µm²
DRT Pass-1 Iters -> 4
## layout by cell type (no fill, tap or decap), types with 4 or more instances in the layout
cell             instances
xnor2_1                 13
a21o_1                  19
xor2_1                  15
ha_1                    31
clkdlybuf4s50_1         96
nand2_1                 18
nand3_1                 10
a21oi_1                 29
nor3_1                   4
inv_1                    6
nand4_1                  8
nor2_1                  12
o21bai_1                 4
o21ai_0                 13
## area by class of cell
type | instances | area (µm²) | area share
Multi-Input combinational cell | 224 | 1680 | 0.610
Timing Repair Buffer | 96 | 961 | 0.349
Tap cell | 72 | 90.1 | 0.0327
Inverter | 6 | 22.5 | 0.00819
## critical path: stages
cell and delay, ns:
clkdlybuf4s50_1 0.41, ha_1 0.24, fa_1 0.41, a21o_1 0.22
a31o_2 0.28, nand3_1 0.09, o221ai_1 0.24, a311oi_1 0.35
o21bai_1 0.10, xor2_1 0.13, clkdlybuf4s50_1 0.50
## cells by family (layout without fill, tap and decap cells)
logic type | after synthesis | in the layout | synth area share
multiplexers | 2 | 2 | 0.0115
buffers and inverters | 17 | 102 | 0.0380
adder cells (fa/ha/maj) | 32 | 32 | 0.234
XOR/XNOR | 28 | 28 | 0.141
AND-OR/OR-AND | 97 | 97 | 0.393
AND/OR/NAND/NOR | 65 | 65 | 0.183
## synth_stat cells, drive strengths merged, types with 2 or more instances
cell	number
a21o	19
mux2i	2
a211oi	3
nor2	12
a31oi	3
o221ai	2
nand3	10
clkbuf	8
ha	31
o21bai	5
xnor2	13
o21a	2
o211ai	3
a311oi	3
nand2b	2
or2	3
nand2	18
o311ai	2
nand4	8
inv	6
o21ai	15
buf	3
nor3	4
xor2	15
a21oi	29
## layer usage
layer,part of all wire,up-vias,global-route usage
met5,0,-,0
met4,0,0,0
met3,0.071,0,0.0256
met2,0.44,59,0.209
met1,0.49,919,0.166
li1,-,1091,-
## power groups by stage
stage                 Sequential [mW]  Combinational (mW)  Clock [mW]
after CTS                           0               0.135           0
after global routing                0               0.148           0
final                               0               0.132           0
## stage by stage
stage,instance area [µm²],util,total power [mW]
3_3_place_gp,2750,0.503,0.134
3_5_place_dp,2750,0.503,0.134
4_1_cts,2750,0.503,0.135
5_1_grt,2750,0.503,0.148
2_1_floorplan,1740,-,0.0641
6_report,2750,0.503,0.132
## final timing paths
check,to,cells past startpoint,from,slack (ns)
max,Soma[26],11,Input1[0],5.73
min,Soma[0],3,Input2[0],6.83
No activity file was given, so power comes from the tool's default toggle rates.
